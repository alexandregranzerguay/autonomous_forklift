==> ./design.v <==
module Clock_Divider(input clk, input reset_reset_n, output reg clk_div);
	localparam cTime = 100000000;
	reg [31:0] count;
	always @(posedge clk or negedge reset_reset_n) begin
		if (reset_reset_n == 0) begin
			clk_div <= 0;
			count = 32'b0;
		end
		else begin
			if (count == cTime - 1) begin
				count = 32'b0;
				clk_div <= ~clk_div;
			end
			else begin
				count <= count + 1;
			end
		end
	end
endmodule
==> ./run.sh <==
#!/bin/bash
# OpenROAD 26Q1-2900-gdf79404cd8, Yosys 0.63+post, stock flow scripts
make -C /OpenROAD-flow-scripts/flow DESIGN_CONFIG=/design/flow/config.mk WORK_HOME=/design/flow/orfs finish
==> ./config.mk <==
export PLATFORM = sky130hd
export DESIGN_NAME = Clock_Divider
export DESIGN_NICKNAME = Clock_Divider
export VERILOG_FILES = /design/flow/design.v
export SDC_FILE = /design/flow/constraint.sdc
export NUM_CORES = 4
export LEC_CHECK = 1
export CORE_UTILIZATION = 30
==> ./constraint.sdc <==
current_design Clock_Divider

set clk_period 6.0
set clk_io_pct 0.2

create_clock -name clk0 -period $clk_period [get_ports {clk}]

set non_clock_inputs [all_inputs -no_clocks]
set_input_delay [expr $clk_period * $clk_io_pct] -clock clk0 $non_clock_inputs
set_output_delay [expr $clk_period * $clk_io_pct] -clock clk0 [all_outputs]
==> Changelog: implementation <==
## Flow update

- Critical Path RT: about 4.8 ns
- Worst rel slew slack: between 40 and 50%
- Setup TNS: 0 ns
- Outcome: finished, final reports clean
- Clk buf depth: 2
- Leak: between 0.7 and 0.8 nW
- Worst Hold Class: reg -> reg
- Number of antenna diodes: 0
- Worst r2r dst: count[22]$_DFF_PN0_
- Final core occ: roughly 34%
- Core footprint: about 5500 um^2
- CTS clk-pin slew, worst paths: roughly 0.07 ns
- Die width: 77.3 um
- Tcrit/Tclk final: 38.7%
- Post-CTS setup buffer count: 0
- 1st-iter DRT viols: 73
- Rows: 27
- Number of global-route vias before repair: roughly 1300
- Syn Std Cell Area: ~1700 um^2
- Total track usage: around an eighth
- Top Layout Cells: dfrtp_1 (33), nand3_1 (17), nand2_1 (16), xor2_1 (11), nor2_1 (10)
- Init Core Util: a little over 30%
- Routed vias: ~1300
- Switching pwr: between 80 and 90 uW
- H-tree lvl count: 2
- PortBufs: 2
- Least-Margin Pin Slew: 0.801 ns
- Inst Count DP: around 240
- Routability congestion estimate: between 0.9 and 1
- Setup CP Type: reg -> out
- Max Freq: roughly 430 MHz
- Post-cts resize count: 0
- Worst-path cell chain: clkdlybuf4s50_1
- Tool warnings: 25
- Chip Height: ~77 um
- CTS tree: built
- Critical Path End: clk_div
- Fin. Hold Viols: 0
- HP Start: clk_div$_DFFE_PN0N_
- Sequential power share: 57.1%
- Worst Setup SP: clk_div$_DFFE_PN0N_
- Finished Layout Cells: around 250
- Sw Share: between 20 and 25%
- Total CTS buffers: 5
- Global-route wire length before repair: 6140 um
- Ys Warns: 1
- Largest net degree at the start of global routing: 34
- Setup crit start kind: register
- RSZ-0062 raised after global routing: no
- Crit-path max FO: 2
- Power per cell area: ~210 nW/um^2
- Routed WL: roughly 3600 um
- Fin Clk Skew: roughly 0.0075 ns
- Max-area cell share: between 40 and 50%
- Comb. cell area: 830 um^2
- Top area cell types: dfrtp_1 (49%), xor2_1 (5.7%), nand3_1 (5.0%), xnor2_1 (4.6%), nand2_1 (3.5%)
- Commonest Layout Cell: dfrtp_1
- Combinational share of power: 1.3%
- Antenna violations before repair: 0
- Grt total ovfl: 0
- Crit end category: output port
- Slew Limit Fails: 0
- WP depth: 1
- R2r setup slk: roughly 3.8 ns
- Layout cells sized above 1: between 8 and 9%
- Syn avg cell area: slightly below 10 um^2
- Unique cell types: 35
- CP arrival: between 1 and 1.5 ns
- Max rail drop VDD: 0.140 mV
- Cell-internal power: approximately 300 uW
- Synth Seq Share: 48.6%
- Cell taking the most area after synthesis: dfrtp_1
- Filler cells: between 500 and 600
- Clk pwr share: a little over two fifths
- Cts hold-fix bufs: 0
- # setup viols final: 0
- Clock latency (worst-skew pair): around 0.28 ns
- Full die area: between 5000 and 6000 um^2
- R2r startpoint: count[0]$_DFF_PN0_
- Min Tclk post-route: roughly 2.3 ns
- Reg area: around 830 um^2
- Slowest CP cell: clkdlybuf4s50_1
- IO Pins: 3
- Syn Inst Count: 173
- CP delay by family, top: buffers and inverters
- Residual DRC: 0
- Detailed-placement wirelength estimate: roughly 2500 um
- Cells on worst reg2reg path: 5
- Yosys chip area: approximately 1700 um^2
- Synthesis-stage register bit count: 33
- Max-cap violation count: 0
- Vias per inst: just over 5
- Clk root buf: clkbuf_8
- Final ANT Viol Nets: 0
- Max incr delay on CP: between 0.4 and 0.5 ns
- Initial DRT Pass Iterations: 4
- CTS sink count: 33
- Drt wl/cell: between 10 and 15 um
- Area delta synth->final: 10.8%
- Bufs and invs on worst path: 1
- Cell count in the Yosys report: roughly 170
## flip-flops by register name (all words and copies together), names as in the netlist
register	cells
clk_div	1
count	32
## cells in the mapped netlist
library cell / number
dfrtp_1: 33
nand3_1: 17
nand2_1: 16
xor2_1: 11
nor2_1: 10
nand4_1: 9
xnor2_1: 9
nor3_1: 8
a21oi_1: 6
nor4_1: 6
and4_1: 5
o31ai_1: 5
inv_1: 4
or3_1: 4
and3_1: 3
or4_1: 3
clkbuf_1: 2
nor4b_1: 2
o211ai_1: 2
o21ai_0: 2
or4_4: 2
a21oi_2: 1
and2_1: 1
and4_2: 1
buf_2: 1
buf_6: 1
clkbuf_2: 1
ha_1: 1
nand3b_1: 1
nand4_2: 1
nor2b_1: 1
o21a_1: 1
o311ai_0: 1
o41ai_1: 1
or2_0: 1
## power groups by stage
stage	clock [mW]	combinational, mW	sequential (mW)
after CTS	0.167	0.00578	0.222
after global routing	0.181	0.00629	0.222
final	0.162	0.00521	0.222
## metal layers
metal | GRT usage (%) | wire [um] | vias to the layer above
met5 | 0 | 0 | -
met2 | 19.3 | 1540 | 23
met1 | 21.0 | 1840 | 622
met4 | 1.70 | 34 | 0
met3 | 3.14 | 136 | 6
li1 | - | - | 649
## how the worst min path moves through the flow
| stage | end | slack, ns | cells past startpoint |
|---|---|---|---|
| after CTS | clk_div$_DFFE_PN0N_ | 0.49 | 1 |
| after global routing | clk_div$_DFFE_PN0N_ | 0.50 | 1 |
| final | clk_div$_DFFE_PN0N_ | 0.48 | 1 |
## worst reg2reg max path: stages, from the launching register on
cell and delay [ns]:
dfrtp_1 0.43, ha_1 0.31, nand3_1 0.17, or2_0 0.51, or4_1 0.58, a21oi_1 0.15
## layout make-up
cell class                 instances  area share (%)
sequential                        33            43.9
clock buffer                       5            3.66
inverter                           4           0.798
clock inverter                     3           0.931
multi-input combinational        131            44.1
tap                               72            4.79
timing repair buffer               4            1.86
## per-stage QoR
step           instance area (um^2)  hold slack, ns  worst slack, ns  total power, mW
3_3_place_gp                   1800           0.457             3.91            0.232
2_1_floorplan                  1700           0.420             4.10            0.227
5_1_grt                        1880           0.497             3.59            0.410
3_5_place_dp                   1800           0.472             3.81            0.232
6_report                       1880           0.479             3.68            0.390
4_1_cts                        1880           0.486             3.66            0.395
## cell families (layout without fill, tap and decap cells)
kind of cell             Yosys count  after routing  synth area share [%]
AND-OR/OR-AND                     19             19                  7.44
XOR/XNOR                          20             20                  10.3
adder cells (fa/ha/maj)            1              1                 0.736
buffers and inverters              9             16                  2.58
flip-flops                        33             33                  48.6
AND/OR/NAND/NOR                   91             91                  30.3
Power is estimated from default activity; no workload was simulated.

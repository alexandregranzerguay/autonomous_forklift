==> ./design.v <==
module servo_pos_avalon(input clock_clk, input reset_low, input write, input cs, input [31:0] writedata, output pwm_out);
	reg [31:0] speed;
	always @(posedge clock_clk or negedge reset_low) begin
		if (reset_low == 0) begin
			speed <= 0;
		end
		else if (cs == 1 && write == 1) begin
			speed <= writedata;
		end
	end
	servo_pos_drive servo(clock_clk, reset_low, speed, pwm_out);
endmodule
module servo_pos_drive(input clock_clk, input reset_low, input [31:0] pulseTime, output reg pwm_out);
	reg [31:0] count;
	localparam offTime = 2000000;
	always @(posedge clock_clk or negedge reset_low) begin
		if (reset_low == 0) begin
			count <= 0;
		end
		else begin
			count <= count + 1;
			if (count == offTime + pulseTime - 1) begin
				count <= 0;
			end
		end
	end
	always @(count) begin
		if (count >= pulseTime) begin
			pwm_out <= 0;
		end
		else begin
			pwm_out <= 1;
		end
	end
endmodule
==> ./run.sh <==
#!/bin/bash
# OpenROAD 26Q1-2900-gdf79404cd8, Yosys 0.63+post, stock flow scripts
make -C /OpenROAD-flow-scripts/flow DESIGN_CONFIG=/design/flow/config.mk WORK_HOME=/design/flow/orfs finish
==> ./config.mk <==
export PLATFORM = sky130hd
export DESIGN_NAME = servo_pos_avalon
export DESIGN_NICKNAME = servo_pos_avalon
export VERILOG_FILES = /design/flow/design.v
export SDC_FILE = /design/flow/constraint.sdc
export NUM_CORES = 4
export LEC_CHECK = 1
export CORE_UTILIZATION = 40
==> ./constraint.sdc <==
current_design servo_pos_avalon

set clk_period 7.0
set clk_io_pct 0.2

create_clock -name clk0 -period $clk_period [get_ports {clock_clk}]

set non_clock_inputs [all_inputs -no_clocks]
set_input_delay [expr $clk_period * $clk_io_pct] -clock clk0 $non_clock_inputs
set_output_delay [expr $clk_period * $clk_io_pct] -clock clk0 [all_outputs]
==> impl_table.tex <==
% Yosys + OpenROAD metrics
\begin{tabular}{lr}
\hline
Metric & Value \\
\hline
\multicolumn{2}{l}{\textbf{Global route}} \\
\quad Vias in the first global route & 3,656 \\
\quad First-pass GRT wire length & 18,900 um \\
\quad Antenna violations before repair & 0 \\
\quad Residual overflow from global routing & 0 \\
\quad Maximum number of pins on one net before global-route repair & 34 \\
\quad Overall global routing resource usage & 0.195 \\
\multicolumn{2}{l}{\textbf{Synth}} \\
\quad Yosys warning total & 2 \\
\quad Library cell with the largest summed area after synthesis & sky130\_fd\_sc\_hd\_\_dfrtp\_1 \\
\quad EDFF count, synth & 0 \\
\quad Area of the synthesized netlist per yosys stat & 4780 um2 \\
\quad Distinct cells, synth & 59 \\
\quad Post-synth top flop & sky130\_fd\_sc\_hd\_\_dfrtp\_1 \\
\quad Synthesized netlist cell count & 514 \\
\quad Top cell types by occurrence after synthesis & 64 x sky130\_fd\_sc\_hd\_\_dfrtp\_1, 49 x sky130\_fd\_sc\_hd\_\_nor2\_1, 37 x sky130\_fd\_sc\_hd\_\_xnor2\_1 \\
\quad Most area-consuming cells after synthesis & sky130\_fd\_sc\_hd\_\_dfrtp\_1 33\%, sky130\_fd\_sc\_hd\_\_ha\_1 8.9\%, sky130\_fd\_sc\_hd\_\_mux2\_2 7.5\% \\
\quad Avg Inst Size Synth & 9.31 um2 \\
\quad Count of state elements after synthesis & 64 \\
\quad Fraction of post-synthesis cell area in the top cell type by area & 0.335 \\
\quad Cell Area, Synth & 4780 um2 \\
\quad Post-synth ARST share & 1.00 \\
\quad Cell with the most instances after synthesis & sky130\_fd\_sc\_hd\_\_dfrtp\_1 \\
\quad Count of instantiated cells in the yosys netlist & 514 \\
\quad Portion of the post-synthesis area used by sequential elements & 0.335 \\
\multicolumn{2}{l}{\textbf{CTS}} \\
\quad Number of buffers between clock root and the deepest sink & 2 \\
\quad \# clock sinks & 64 \\
\quad Number of levels the H-tree was split into & 3 \\
\quad CTS resizes & 0 \\
\quad Later-pin clock latency in the skew report & 0.34 ns \\
\quad Number of buffers inserted by post-CTS setup repair & 0 \\
\quad Hold Buf Count CTS & 0 \\
\quad Number of buffers created by CTS & 9 \\
\quad Clock Root Buffer & sky130\_fd\_sc\_hd\_\_clkbuf\_16 \\
\quad CTS tree & yes \\
\quad Worst-path clk slew & 0.06 ns \\
\multicolumn{2}{l}{\textbf{STA}} \\
\quad Worst clock skew & 0.00722 ns \\
\quad Final critical-path share of the clock period & 0.663 \\
\quad Top achievable clock speed & 215 MHz \\
\quad Unrepaired setup endpoints after global routing & no \\
\quad Shortest clock period the worst path allows after layout & 4.64 ns \\
\quad Final setup viols & 0 \\
\quad Hold Violations, Final & 0 \\
\quad Slew HR & 0.478 \\
\quad Aggregate negative setup slack & 0 ns \\
\quad Actual slew at the worst max-slew pin & 0.778 ns \\
\quad Number of slew-limit violations in the final report & 0 \\
\quad Hold WS & 0.487 ns \\
\multicolumn{2}{l}{\textbf{Detailed routing}} \\
\quad Final routed wire length divided by cell count & 16.2 um \\
\quad Detailed-route wire length & 11,200 um \\
\quad Diodes inserted & 0 \\
\quad Via total after detailed routing & 3,806 \\
\quad Detailed-route DRC error count & 0 \\
\quad Avg Vias per Cell & 5.51 \\
\quad Initial drt markers & 248 \\
\quad Drt first pass iters & 20 \\
\quad Final ANT Viol Nets & 0 \\
\multicolumn{2}{l}{\textbf{Floorplanning}} \\
\quad Overall die height & 111 um \\
\quad Total die area & 12,400 um2 \\
\quad Number of standard-cell rows in the floorplan & 39 \\
\quad Top Ports & 37 \\
\quad Core outline area & 11,500 um2 \\
\quad Init Core Util & 0.415 \\
\quad DIE WIDTH & 111 um \\
\multicolumn{2}{l}{\textbf{Setup path}} \\
\quad Data required time of the critical path & 5.60 ns \\
\quad Crit path buf inv count & 2 \\
\quad Crit path capture type & primary output \\
\quad Data arrival time of the critical path & 3.24 ns \\
\quad CP Cell Sequence & inv\_1, ha\_1, nand2b\_1, a21o\_1, a21o\_1, a21oi\_1, o211ai\_1, a2111oi\_0, o211ai\_1, a21oi\_1, clkdlybuf4s50\_1 \\
\quad Launch point of the worst reg-to-reg path & speed[2] \\
\quad Critical path's largest stage delay & 0.57 ns \\
\quad Worst setup SP type & register \\
\quad Category of cells accounting for the largest share of critical-path delay & AND-OR/OR-AND gates \\
\quad Depth of the worst register-to-register path & 9 \\
\quad Class of the most critical setup path & register to primary output \\
\quad Crit path max fanout & 4 \\
\quad Critical Path Source & servo.count[0] \\
\quad WP depth & 11 \\
\quad Library cell contributing the largest single delay on the critical path & sky130\_fd\_sc\_hd\_\_a2111oi\_0 \\
\multicolumn{2}{l}{\textbf{Placement}} \\
\quad Post-Place Cell Area & 5220 um2 \\
\quad Post-DP HPWL & 8370 um \\
\quad Port bufs & 36 \\
\quad Final Wtd Congestion & 0.908 \\
\multicolumn{2}{l}{\textbf{Final layout}} \\
\quad Filler Cell Count & 1,041 \\
\quad Core Util, Final & 0.485 \\
\quad Ratio of cells with drive above 1 in the final layout & 0.111 \\
\quad Post-route cell area & 5590 um2 \\
\quad Area added between synthesis and finish & 16.7\% \\
\multicolumn{2}{l}{\textbf{Job}} \\
\quad Number of warnings in the stage logs & 25 \\
\quad Max capacitance violation total & 0 \\
\multicolumn{2}{l}{\textbf{Power and ir drop}} \\
\quad Leak Pwr & 2.50 nW \\
\quad Total power divided by cell area & 221 nW/um2 \\
\quad Maximum ir drop on the vdd rail & 161 uV \\
\multicolumn{2}{l}{\textbf{Status}} \\
\quad Outcome & complete, no violations \\
\multicolumn{2}{l}{\textbf{Hold path}} \\
\quad Kind of path behind the tightest hold check & register to register \\
\quad Source of the worst hold timing path & servo.count[0] \\
\quad Instance count along the most critical hold path & 1 \\
\hline
\end{tabular}
state kept, by name, indices dropped and copies added (netlist names):
| name | cells |
|---|---|
| servo.count | 32 |
| speed | 32 |
metrics by stage:
step	power, mW	std cells	worst slack (ns)
2_1_floorplan	0.614	514	3.64
3_3_place_gp	0.683	675	2.65
3_5_place_dp	0.687	675	2.61
4_1_cts	1.25	691	2.22
5_1_grt	1.30	691	2.05
6_report	1.24	691	2.36
worst paths after layout:
| check | endpoint | slack [ns] |
|---|---|---|
| max reg2reg | servo.count[10] | 3.56 |
| min | servo.count[0] | 0.49 |
| min reg2reg | servo.count[0] | 0.49 |
| max | pwm_out | 2.36 |
| max in group asynchronous | servo.count[28] | 4.97 |
| min in group asynchronous | servo.count[11] | 1.12 |
cell families after synthesis:
group,after synthesis,synth area share
AND-OR/OR-AND,85,0.127
AND/OR/NAND/NOR,176,0.194
multiplexers,33,0.0774
buffers and inverters,56,0.0544
XOR/XNOR,66,0.124
adder cells (fa/ha/maj),34,0.0889
flip-flops,64,0.335
cells in the final DEF, fill, tap and decap left out, types with 2 or more instances in the layout:
| master | netlist | layout |
|---|---|---|
| sky130_fd_sc_hd__o2bb2ai_1 | 2 | 2 |
| sky130_fd_sc_hd__nor4_4 | 2 | 2 |
| sky130_fd_sc_hd__nor2b_1 | 7 | 7 |
| sky130_fd_sc_hd__a21o_1 | 11 | 11 |
| sky130_fd_sc_hd__nand4_1 | 17 | 17 |
| sky130_fd_sc_hd__nor4_1 | 2 | 2 |
| sky130_fd_sc_hd__clkbuf_16 | 0 | 9 |
| sky130_fd_sc_hd__nand2_1 | 30 | 30 |
| sky130_fd_sc_hd__a211oi_1 | 5 | 5 |
| sky130_fd_sc_hd__xnor2_1 | 37 | 37 |
| sky130_fd_sc_hd__buf_4 | 1 | 4 |
| sky130_fd_sc_hd__o21ai_0 | 10 | 10 |
| sky130_fd_sc_hd__bufinv_16 | 0 | 4 |
| sky130_fd_sc_hd__a31oi_1 | 2 | 2 |
| sky130_fd_sc_hd__a2bb2oi_1 | 2 | 2 |
| sky130_fd_sc_hd__dfrtp_1 | 64 | 64 |
| sky130_fd_sc_hd__ha_1 | 34 | 34 |
| sky130_fd_sc_hd__o21a_1 | 3 | 3 |
| sky130_fd_sc_hd__nor2_1 | 49 | 49 |
| sky130_fd_sc_hd__xor2_1 | 28 | 28 |
| sky130_fd_sc_hd__nor3_1 | 10 | 10 |
| sky130_fd_sc_hd__clkinv_2 | 0 | 2 |
| sky130_fd_sc_hd__and4_1 | 4 | 4 |
| sky130_fd_sc_hd__inv_1 | 34 | 34 |
| sky130_fd_sc_hd__o31ai_1 | 3 | 3 |
| sky130_fd_sc_hd__or3_1 | 5 | 5 |
| sky130_fd_sc_hd__a21oi_1 | 21 | 21 |
| sky130_fd_sc_hd__nand2b_1 | 7 | 7 |
| sky130_fd_sc_hd__a2111oi_0 | 5 | 5 |
| sky130_fd_sc_hd__a211o_1 | 3 | 3 |
| sky130_fd_sc_hd__mux2_2 | 32 | 32 |
| sky130_fd_sc_hd__o211ai_1 | 5 | 5 |
| sky130_fd_sc_hd__and3_1 | 6 | 6 |
| sky130_fd_sc_hd__clkdlybuf4s50_1 | 0 | 35 |
| sky130_fd_sc_hd__a21boi_0 | 2 | 2 |
| sky130_fd_sc_hd__nand3_1 | 27 | 27 |
| sky130_fd_sc_hd__nand3b_1 | 2 | 2 |
layer usage:
metal / wire length, um / track usage / up-vias
li1: - / - / 1888
met1: 5460 / 0.313 / 1811
met2: 4930 / 0.295 / 92
met3: 592 / 0.0260 / 15
met4: 203 / 0.0297 / 0
met5: 0 / 0 / -
final cells by class:
class | count | area (um2) | area share
Clock buffer | 10 | 239 | 0.0428
Clock inverter | 6 | 130 | 0.0233
Inverter | 34 | 128 | 0.0228
Multi-Input combinational cell | 394 | 2920 | 0.523
Sequential cell | 64 | 1600 | 0.287
Tap cell | 143 | 179 | 0.0320
Timing Repair Buffer | 40 | 385 | 0.0690
power breakdown:
part / internal [mW] / switching [mW] / total [mW] / leakage [nW]
sequential: 0.398 / 0.0521 / 0.450 / 0.813
clock: 0.392 / 0.164 / 0.556 / 0.182
combinational: 0.115 / 0.117 / 0.232 / 1.51
worst reg2reg max path: cells and delay by family (launching register included):
kind | cells | cell delay [ns]
flip-flops | 1 | 0.49
AND-OR/OR-AND | 2 | 0.33
buffers and inverters | 1 | 0.39
AND/OR/NAND/NOR | 6 | 2.11
Power is estimated from default activity; no workload was simulated.

## ./config.mk

```make
export PLATFORM = sky130hd
export DESIGN_NAME = servo_avalon
export DESIGN_NICKNAME = servo_avalon
export VERILOG_FILES = /design/flow/design.v
export SDC_FILE = /design/flow/constraint.sdc
export NUM_CORES = 4
export LEC_CHECK = 1
export CORE_UTILIZATION = 40
```

## ./constraint.sdc

```tcl
current_design servo_avalon

set clk_period 5.4
set clk_io_pct 0.2

create_clock -name clk0 -period $clk_period [get_ports {clock_clk}]

set non_clock_inputs [all_inputs -no_clocks]
set_input_delay [expr $clk_period * $clk_io_pct] -clock clk0 $non_clock_inputs
set_output_delay [expr $clk_period * $clk_io_pct] -clock clk0 [all_outputs]
```

## ./design.v

```verilog
module servo_avalon(input clock_clk, input reset_low, input read, input write, input cs, output reg [31:0] readdata, input [31:0] writedata, input pwm_response, output pwm_out);
	reg [31:0] speed;
	wire [31:0] angle;
	always @(posedge clock_clk or negedge reset_low) begin
		if (reset_low == 0) begin
			readdata <= 0;
		end
		else if (cs == 1) begin
			if (read == 1) begin
				readdata <= angle;
			end
			else if (write == 1) begin
				speed <= writedata;
			end
		end
	end
	servo_drive servo(clock_clk, reset_low, speed, pwm_out);
	servo_feedback feedback(clock_clk, reset_low, pwm_response, angle);
endmodule
module servo_drive(input clock_clk, input reset_low, input [31:0] pulseTime, output reg pwm_out);
	reg [31:0] count;
	localparam totalTime = 2000000;
	always @(posedge clock_clk or negedge reset_low) begin
		if (reset_low == 0) begin
			count <= 0;
		end
		else begin
			count <= count + 1;
			if (count == totalTime - 1) begin
				count <= 0;
			end
		end
	end
	always @(count) begin
		if (count >= pulseTime) begin
			pwm_out <= 0;
		end
		else begin
			pwm_out <= 1;
		end
	end
endmodule
module servo_feedback(input clock_clk, input reset_low, input pwm_response, output reg [31:0] angle);
	reg [31:0] count;
	always @(posedge clock_clk or negedge reset_low) begin
		if (reset_low == 0) begin
			count <= 0;
		end
		else begin
			if (pwm_response == 1) begin
				count <= count + 1;
			end
			else begin
				if (count > 0) begin
					angle <= count;
				end
				count <= 0;
			end
		end
	end
endmodule
```

## ./run.sh

```bash
#!/bin/bash
# OpenROAD 26Q1-2900-gdf79404cd8, Yosys 0.63+post, stock flow scripts
make -C /OpenROAD-flow-scripts/flow DESIGN_CONFIG=/design/flow/config.mk WORK_HOME=/design/flow/orfs finish
```

==> flow_metrics.py <==
# Flow results
metrics = {
    "final_timing": {
        "fin_skew_ns": 0.00754,
        "layout_min_cycle_time_ns": 3.92,
        "finalWorstSetupSlack_ns": 1.48,
        "final.period_utilization_pct": 72.6,
        "drv_slew": 0,
        "max_slew.worst_pin.slew_ns": 0.892,
        "rsz0062_at_grt": "no",
        "hold_violations": 0,
        "max_freq_mhz": 255,
        "finalSetupViolCount": 0,
        "maxSlewHeadroom_pct": 40.6,
        "tns_ns": 0,
    },
    "place": {
        "dp_slack_ns": 1.87,
        "numPortBuffers": 70,
        "gp_congestion": 0.828,
        "dp_hpwl_mm": 8.62,
    },
    "layout": {
        "drive_gt1_share_pct": 12.7,
        "logic_area_sq_mm": 0.00251,
        "ff_latch_area_sq_mm": 0.00432,
        "fin_util_pct": 49.9,
        "filler_cell_count": 1425,
        "areaGrowthSynthToFinish_pct": 22.5,
    },
    "route": {
        "drtPass1Iterations": 4,
        "antenna_cells": 0,
        "antenna_left": 0,
        "drtIter0Drc": 179,
        "num_vias": 4312,
        "routedWlPerCell_um": 14.7,
        "wl_mm": 12.8,
        "drcViolationCount": 0,
        "viasPerCell": 4.95,
    },
    "logic_synthesis": {
        "synth_area_sq_mm": 0.00702,
        "synth.avg_cell_area_sq_um": 12.8,
        "synth-edff-count": 64,
        "ys_ff": 160,
        "yosysTopAreaCellShare_pct": 34.2,
        "top_area_cell": "dfrtp_1",
        "fa_ha_area_share_pct": 6.24,
        "yosysWarnings": 3,
        "netlist_instances": 547,
        "xor_area_share_pct": 6.86,
        "ff_type": "dfrtp_1",
        "ys_top_cells_by_count": "96 x dfrtp_1, 64 x edfxtp_1, 48 x nor2_1, 38 x inv_1",
        "logic_family": "simple AND/OR/NAND/NOR gates",
        "ys_seq_share_pct": 61.6,
        "top_cell": "dfrtp_1",
        "ys_cells": 547,
        "mux_share_pct": 5.28,
        "ys_sh_simple_pct": 14.4,
        "ys_async_sr_fraction_pct": 60.0,
        "top_cells_by_area": "dfrtp_1 34%, edfxtp_1 27%, ha_1 6.2%, mux2_2 5.1%, xor2_1 4.4%",
        "ys_area_sq_mm": 0.00702,
        "ys_types": 42,
        "synth.cellmix.compoundShare_pct": 3.03,
    },
    "floorplanning": {
        "initCoreUtil_pct": 40.7,
        "die_area_sq_mm": 0.0181,
        "dieHeight_um": 134,
        "core_sq_mm": 0.0172,
        "io_pins": 71,
        "rows": 48,
        "die_w_um": 134,
    },
    "clock_tree": {
        "cts.hold.buffers_added": 0,
        "cts_root_buffer": "clkbuf_16",
        "cts_htree_levels": 4,
        "cts_setup_buffers": 0,
        "cts_buffers": 17,
        "insertion_delay_ns": 0.42,
        "cts_tree": "yes",
        "post_cts_resized": 0,
        "clock_sinks": 160,
        "cts.path.max_buffers": 2,
        "cts.reportedPaths.clkPinSlew_ns": 0.07,
    },
    "worst_setup_path": {
        "cp_top_family": "AND-OR/OR-AND gates",
        "rrSetupSlack_ns": 3.12,
        "crit-reg2reg-launch": "feedback.count[0]$_DFF_PN0_",
        "start_kind": "register",
        "max_stage_delay_ns": 0.47,
        "regToRegEndpoint": "feedback.angle[16]$_DFFE_PP_",
        "worstPathCellList": "ha_1 > a21o_1 > a221oi_1 > o21ai_0 > a311o_1 > a21oi_1 > clkdlybuf4s50_1",
        "crit_slowest_cell": "clkdlybuf4s50_1",
        "cp.depth": 7,
        "cp_data_arrival_time_ns": 2.84,
        "critPathCaptureType": "primary output",
        "cp_num_buf_inv": 1,
        "critical_path.max_fanout": 4,
        "worstPathRequired_ns": 4.32,
        "worstSetupPathType": "register to primary output",
        "reg2regPathDepth": 6,
    },
    "worst_hold_path": {
        "min_path_cells": 1,
        "holdPathEnd": "readdata[4]$_DFFE_PN0P_",
        "hold_class": "register to register",
        "hp-start": "feedback.angle[4]$_DFFE_PP_",
    },
    "job": {
        "max-cap-violations": 0,
        "log.warning_count": 26,
    },
    "power_and_ir_drop": {
        "peakVddDrop_v": 0.000274,
        "finalPower_mw": 2.68,
        "leakage_nw": 3.73,
        "powerDensity_mw_per_mm2": 311,
    },
    "grt": {
        "grt_pass1_wl_mm": 21.9,
        "grt_pass1_vias": 4332,
        "antenna_found_initial": 0,
        "grt_overflow_total": 0,
        "grt_usage_pct": 16.1,
        "grt_max_degree": 57,
    },
    "status": {
        "status": "finished clean",
    },
}
-- area by class of cell --
class,count,share of cell area (%)
clock inverter,15,1.92
sequential,160,50.3
clock buffer,17,4.95
inverter,38,1.66
timing repair buffer,77,8.73
tap,225,3.27
multi-input combinational,339,29.2
-- kinds of logic after synthesis --
family                     after synthesis
and+or+nand+nor                        182
DFF                                    160
xor gates and xnor gates                55
buffers and inverters                   48
adders and majority gates               35
AOI/OAI and AO/OA                       34
muxes                                   33
-- how the worst max path moves through the flow --
stage	startpoint	to	slack, ns
6_report	servo.count[5]$_DFF_PN0_	pwm_out	1.48
4_1_cts	servo.count[5]$_DFF_PN0_	pwm_out	1.42
5_1_grt	servo.count[5]$_DFF_PN0_	pwm_out	1.36
-- power breakdown --
group | switching [mW] | internal, mW | total [mW]
combinational | 0.0566 | 0.112 | 0.168
sequential | 0.0245 | 1.32 | 1.34
clock | 0.544 | 0.622 | 1.17
-- layout by cell type, fill, tap and decap left out, types with 12 or more instances in the layout --
| master | Yosys | layout |
|---|---|---|
| xnor2_1 | 20 | 20 |
| nand2_1 | 30 | 30 |
| clkdlybuf4s50_1 | 0 | 69 |
| inv_1 | 38 | 38 |
| ha_1 | 35 | 35 |
| nor2_1 | 48 | 48 |
| xor2_1 | 35 | 35 |
| nand3_1 | 25 | 25 |
| mux2_2 | 32 | 32 |
| dfrtp_1 | 96 | 96 |
| nand4_1 | 18 | 18 |
| clkbuf_16 | 0 | 17 |
| edfxtp_1 | 64 | 64 |
| a21oi_1 | 12 | 12 |
-- layer usage --
layer / wire, um / share of wire [%] / up-vias / track usage, %
met3: 624 / 4.9 / 9 / 4.14
li1: - / - / 2128 / -
met5: 0 / 0 / - / 0
met4: 126 / 0.99 / 0 / 1.50
met1: 6160 / 48 / 2101 / 26.2
met2: 5850 / 46 / 74 / 24.1
-- flip-flops by register name, summed over array words and instances (netlist names) --
name and flops:
speed 32, feedback.count 32, readdata 32, feedback.angle 32, servo.count 32
-- through the flow --
step / instance area (sq um) / hold slack, ns / std cells
after floorplan: 7020 / 0.454 / 547
after global placement: 8010 / 0.457 / 839
after detailed placement: 8010 / 0.466 / 839
after CTS: 8600 / 0.481 / 871
after global routing: 8600 / 0.487 / 871
final: 8600 / 0.478 / 871
No activity file was given, so power comes from the tool's default toggle rates.
